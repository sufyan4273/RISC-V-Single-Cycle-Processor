### run.sh
#!/bin/bash
# OpenROAD 26Q1-2900-gdf79404cd8, Yosys 0.63+post, stock flow scripts
make -C /OpenROAD-flow-scripts/flow DESIGN_CONFIG=/design/flow/config.mk WORK_HOME=/design/flow/orfs finish
### config.mk
export PLATFORM = sky130hd
export DESIGN_NAME = instruction_memory
export DESIGN_NICKNAME = instruction_memory
export VERILOG_FILES = /design/flow/design.v
export SDC_FILE = /design/flow/constraint.sdc
export NUM_CORES = 4
export LEC_CHECK = 1
export CORE_AREA = 10 10 70 70
export DIE_AREA = 0 0 80 80
export SYNTH_MEMORY_MAX_BITS = 65536
### constraint.sdc
current_design instruction_memory

set clk_period 1.0
set clk_io_pct 0.2

create_clock -name clk0 -period $clk_period

set non_clock_inputs [all_inputs -no_clocks]
set_input_delay [expr $clk_period * $clk_io_pct] -clock clk0 $non_clock_inputs
set_output_delay [expr $clk_period * $clk_io_pct] -clock clk0 [all_outputs]
### design.v
`timescale 1ns / 1ps
module instruction_memory (
    input  wire [31:0] address,        
    output wire [31:0] instruction     
);
    reg [31:0] memory [0:255];
   initial begin
        memory[0] = 32'h00000093;   
   memory[1] = 32'h00500113;   
   memory[2] = 32'h00a00193;   
   memory[3] = 32'h00310233;   
   memory[4] = 32'h404182b3;   
   memory[5] = 32'h0051a023;   
   memory[6] = 32'h0001a303;   
   memory[7] = 32'h00000013;   
    end
    assign instruction = memory[address[9:2]];  
endmodule
==> notes.md <==
Results of the full flow below.

Synthesis:
- The run gives the sequential area share after synthesis as 0%.
- The run gives the top cell type by total area after synthesis as sky130_fd_sc_hd__buf_4.
- Yosys attributes the largest share of cell area to sky130_fd_sc_hd__buf_4 45%, sky130_fd_sc_hd__ha_1 19%, sky130_fd_sc_hd__nand2b_1 5.7%.
- The run gives the number of standard cells after synthesis as 47.
- Per the synthesis report, the single largest cell type by area occupies 45.45% of cell area.
- The run gives the synthesized chip area reported by yosys as 330.3 um^2.
- In this run the mean area of a mapped cell was 7.028 um^2.
- The run gives the yosys cell count as approximately 47.
- The run puts the count of warnings emitted by yosys at 1.
- The run puts the post-synthesis cell area at roughly 330 um^2.
- The run gives the number of unique standard cell types used by synthesis as 14.

Placed design:
- The congestion estimate from routability-driven global placement came to 0.6797.
- The run gives the number of buffers inserted by port buffering as 16.
- The run puts the post-place instance area at 506.7 um^2.
- The run gives the placed wire-length estimate after detailed placement as approximately 800 um.

Clock tree:
- The run puts the post-cts hold buffer count at 0.

Timing:
- OpenROAD reports that the post-layout worst path occupies 113.1% of the period.
- The run gives the time the worst path needs with I/O delays and setup as 1.131 ns.
- Setup repair after global routing could not meet its margin everywhere.
- The run gives the hold slack as 0.7695 ns.
- The run puts the final count of negative-setup-slack endpoints at 9.
- The run gives the count of final hold-check violations as 0.
- The run gives the final critical-path setup slack as -0.1309 ns.
- Pins over their slew limit in the final report were tallied at 0.
- The flow reports an fmax of 0.8842 GHz.

Final layout:
- The run gives the number of inserted filler cells in the final layout as 382.
- Per the final layout report, the fraction of cells sized above drive strength 1 comes to 59.42%.
- For the completed layout, the total cell area is recorded as between 600 and 700 um^2.
- The run gives the relative area change from synthesis to final layout as 89.77%.
- By instance count after routing, the leading logic cell type is sky130_fd_sc_hd__conb_1.
- The run puts the tally of clock buffers in the finished layout at 0.
- In the final layout, flip-flops and latches occupy 0 um^2.
- There are 0 flip-flops and latches.
- Ranking logic cells in the layout by count gives the top entries 19 x sky130_fd_sc_hd__conb_1, 10 x sky130_fd_sc_hd__buf_2, 6 x sky130_fd_sc_hd__buf_6, 5 x sky130_fd_sc_hd__ha_4, 3 x sky130_fd_sc_hd__clkbuf_2.
- The area taken by multi-input combinational cells is reported as 327.8 um^2.

Critical path:
- The run puts the critical-path maximum fanout at 3.
- The critical path is of the in -> out type.
- The worst setup path is captured at an output pin.
- Data on the critical path is required at its endpoint by 0.80 ns.
- The run puts the data arrival time at the worst-slack endpoint at roughly 0.93 ns.
- The run gives the element type at the critical path start as an input pin.

Global route:
- The via count of the first global-routing pass is 324.
- The global route stage reports its total congestion overflow as 0.
- The run gives the global-route wire length before repair as 1483 um.
- The run puts the global router's overall resource usage at 2.586%.
- The run gives the number of antenna violations at the first check in global routing as 0.
- Entering global routing, the biggest net connects 8 pins.

Floorplanning:
- The run gives the number of primary I/O pins as approximately 64.
- The die covers 6400 um^2.
- The run puts the placeable core region at 3416 um^2.
- The run gives the x dimension of the die as roughly 80 um.
- From bottom edge to top edge, the die measures around 80 um.
- The run puts the floorplan core density at 9.670%.
- According to the floorplan log, the row count is 21.

Job:
- The run puts the max-capacitance violation count at 0.
- The run puts the count of warning messages emitted by the tools at 67.

Pwr:
- The script computed a power per unit cell area of 324.1 nW/um^2.
- The run gives the maximum ir drop on the vdd rail as around 0.052 mV.
- The run puts the total power of the final layout at 203.2 uW.
- The run gives the leakage component of the power as around 0.00032 uW.

Detailed routing:
- The run gives the first-pass detailed-route iteration total as 2.
- The run puts the count of vias placed by the detailed router at between 200 and 300.
- The run gives the number of antenna diodes as 0.
- The run gives the ratio of routed vias to standard cells as approximately 2.6.
- Per the detailed-route log, wirelength across all metal layers totals 976 um.
- The run gives the average detailed-routed wire length per instance as 8.487 um.
- The run puts the remaining number of nets flagged by the antenna check after routing at 0.
- In the routed design, unresolved DRC markers number 0.
- The run gives the first-iteration detailed-routing DRC count as 8.

Outcome:
- The run finished, with violations left.
- The checks that failed: negative setup slack.

Hold path:
- Note that the worst hold path type here is in -> out.
==> critical path: stages <==
cell and delay [ns]:
sky130_fd_sc_hd__buf_8 0.11, sky130_fd_sc_hd__inv_8 0.05, sky130_fd_sc_hd__ha_4 0.20, sky130_fd_sc_hd__mux2_4 0.26, sky130_fd_sc_hd__buf_2 0.11
==> per-stage QoR <==
stage                     utilization [%]  instances  worst slack, ns  TNS, ns
final                               18.35        115          -0.1309  -0.6220
after global placement              14.84        112          -0.9443   -10.68
after detailed placement            14.84        112          -0.9579   -10.92
after floorplan                         -         64          0.01569        0
after global routing                18.35        115          -0.1521  -0.9612
after CTS                           17.88        115          -0.1540  -0.7417
==> metal layers <==
layer,wire length (um),vias up,GRT usage (%)
met5,0,-,0
met4,0,0,0
met3,93,0,0.6818
met2,437,20,4.173
met1,445,127,3.560
li1,-,150,-
==> cells by family (layout without fill, tap and decap cells) <==
kind of cell	after synthesis	in the layout	synth area share, %
buffers and inverters	24	29	50.00
muxes	1	1	4.544
other	2	19	2.274
AOI/OAI and AO/OA	3	3	4.544
adders and majority gates	5	5	18.94
and+or+nand+nor	12	12	19.70
==> cell type report <==
class / count / area share [%]
multi-input cells: 40 / 52.30
inverters: 4 / 5.589
well taps: 46 / 9.182
repair buffers: 25 / 32.93
==> power breakdown <==
part | total (uW) | internal, uW | switching, uW
Sequential | 0 | 0 | 0
Combinational | 203 | 123 | 80.0
Clock | 0 | 0 | 0
==> what timing repair did <==
item | in CTS | in global routing
pin swaps | 4 | 4
resized | 82 | 13
buffers inserted | 3 | 0
endpoints found under the setup margin | 13 | 12
==> synthesized netlist by cell type <==
master / n
sky130_fd_sc_hd__inv_1: 4
sky130_fd_sc_hd__nand2_1: 4
sky130_fd_sc_hd__or2_1: 1
sky130_fd_sc_hd__mux2_4: 1
sky130_fd_sc_hd__o21ai_1: 1
sky130_fd_sc_hd__nor2b_1: 1
sky130_fd_sc_hd__nand2b_1: 3
sky130_fd_sc_hd__o21ai_0: 2
sky130_fd_sc_hd__nor2_1: 1
sky130_fd_sc_hd__buf_4: 20
sky130_fd_sc_hd__and2_1: 1
sky130_fd_sc_hd__conb_1: 2
sky130_fd_sc_hd__ha_1: 5
sky130_fd_sc_hd__nor2b_2: 1
==> path summary, 6_finish.rpt <==
check,from,to,slack [ns],depth (start not counted)
max,address[2],instruction[8],-0.13,5
min,address[4],instruction[23],0.77,4
Power and IR drop assume default switching activity.

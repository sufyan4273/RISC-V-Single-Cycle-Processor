## flow/design.v

```verilog
`timescale 1ns / 1ps
module register_file (
    input  wire        clk,           
    input  wire        rst,           
    input  wire        RegWrite,      
    input  wire [4:0]  rs1,           
    input  wire [4:0]  rs2,           
    input  wire [4:0]  rd,            
    input  wire [31:0] write_data,    
    output wire [31:0] read_data1,    
    output wire [31:0] read_data2     
);
    reg [31:0] regs [0:31];
    integer i;
    always @(posedge clk) begin
        if (rst) begin
            for (i = 0; i < 32; i = i + 1)
                regs[i] <= 32'b0;
        end 
        else begin
            if (RegWrite && (rd != 0))
                regs[rd] <= write_data;
        end
    end
    assign read_data1 = (rs1 == 0) ? 32'b0 : regs[rs1];
    assign read_data2 = (rs2 == 0) ? 32'b0 : regs[rs2];
endmodule
```

## flow/run.sh

```bash
#!/bin/bash
# OpenROAD 26Q1-2900-gdf79404cd8, Yosys 0.63+post, stock flow scripts
make -C /OpenROAD-flow-scripts/flow DESIGN_CONFIG=/design/flow/config.mk WORK_HOME=/design/flow/orfs finish
```

## flow/config.mk

```make
export PLATFORM = sky130hd
export DESIGN_NAME = register_file
export DESIGN_NICKNAME = register_file
export VERILOG_FILES = /design/flow/design.v
export SDC_FILE = /design/flow/constraint.sdc
export NUM_CORES = 4
export LEC_CHECK = 1
export CORE_UTILIZATION = 50
```

## flow/constraint.sdc

```tcl
current_design register_file

set clk_period 26.2
set clk_io_pct 0.2

create_clock -name clk0 -period $clk_period [get_ports {clk}]

set non_clock_inputs [all_inputs -no_clocks]
set_input_delay [expr $clk_period * $clk_io_pct] -clock clk0 $non_clock_inputs
set_output_delay [expr $clk_period * $clk_io_pct] -clock clk0 [all_outputs]
```

==> flow_summary.yaml <==
# flow metrics
cells_and_area:
  layout-drive-gt1-share: 0.249
  largestRegisters: "regs x1024"
  mostFrequentLayoutCells: "1024 x edfxtp_1, 994 x and2_1, 472 x mux4_2"
  layout_top_cell: "edfxtp_1"
  largest_reg_flops: 1024
  syn2layout_area_growth_pct: 11.6
  fin_util: 0.564
  top_register: "regs"
sta:
  whs_ns: 5.18
  max_freq_ghz: 0.0655
  relSlewSlack: 0.240
  tightest_slew_ns: 1.14
  slew_viol_final: 0
  min_period_ns: 15.27
  setup_ws_ns: 10.93
  rsz0062_at_grt: "no"
  period_used_share: 0.583
  final_hold_viol_count: 0
  setup_viol: 0
  setup_tns_ns: 0
global_routing:
  grt_pass1_vias: 36400
  grt_max_degree: 100
  grt_usage: 0.371
  grt_pass1_wl_mm: 257
  grt.overflow.total: 0
  antenna_found_initial: 4
pwr:
  clockPowerShare: 0.400
  swShare: 0.237
  p_sw_uw: 956
  p_leak_nw: 20.7
  p_comb_frac: 0.119
  seqPwrFrac: 0.481
  finalPower_mw: 4.03
  ir_drop_uv: 51.1
  internal-power_mw: 3.07
  power.density_nw_per_um2: 66.6
worst_hold_path:
  hold_path.startpoint: "rst"
  holdPathEnd: "regs[0][28]"
  hold_class: "primary input to flip-flop"
  hold_depth: 1
run:
  warnings: 26
  maxCapViolations: 0
synth:
  synthCells: 3502
  numSynthFlops: 1024
  ys_warn_count: 1
  synth_cell_type_count: 42
  syn_area_um2: 54200
  postSynthSeqShare: 0.567
  yosys_cells: 3502
  yosysChipArea_um2: 54200
  syn_avg_cell_area_um2: 15.5
critical_path:
  path_class: "primary input to output pin"
  cp_data_arrival_time_ns: 10.03
  crit_required_ns: 20.96
  cp_max_fo: 53
  crit_path_end_kind: "output pin"
  cp-start-kind: "primary input"
status:
  outcome: "finished clean"
clock_tree:
  clock-sinks: 1024
  clk_pin_slew_worst_paths_ns: 0.06
  ctsHoldBuffers: 0
  cts_root_buf: "clkbuf_16"
  cts.path.max_buffers: 3
  htreeDepth: 3
  numCtsBuffers: 111
  postCtsSetupBuffers: 0
  ctsResizeCount: 0
  tritoncts: "yes"
detailed_routing:
  drt-pass1-iter-count: 7
  route.detailed.drc: 0
  wl_per_cell_um: 35.8
  avgViaCountPerCell: 6.54
  ant_nets: 0
  drt_iter0_drc: 1985
  finalWirelength_mm: 180
  via_count: 32800
floorplan:
  die_w_um: 331
  die-height_um: 331
  io_pins: 114
  dieArea_um2: 110000
  initial_core_util: 0.505
  fp-row-count: 120
  coreArea_um2: 107000
place:
  place_ws_ns: 10.91
  place_congestion: 0.899
  hpwl_mm: 102
  port_buffers: 113
## cells in the mapped netlist (all sizes together)
cell type / count / share of area
o221ai: 1 / 0.00016
nand3b: 5 / 0.00069
o22ai: 103 / 0.012
a221oi: 4 / 0.00065
and4b: 1 / 0.00018
a2111oi: 55 / 0.0098
nor2: 36 / 0.0025
edfxtp: 1024 / 0.57
or3b: 4 / 0.00065
nor4: 6 / 0.00069
nor2b: 14 / 0.0016
nor4b: 3 / 0.00060
inv: 2 / 0.00014
a22oi: 16 / 0.0022
a32o: 4 / 0.00074
and3: 3 / 0.00035
and2: 995 / 0.11
o21ai: 4 / 0.00037
mux2i: 150 / 0.028
nand2: 7 / 0.00048
nor3: 54 / 0.0050
a22o: 51 / 0.0082
a211oi: 7 / 0.00097
nand3: 5 / 0.00046
buf: 115 / 0.014
a21oi: 12 / 0.0011
or3: 2 / 0.00023
a221o: 2 / 0.00037
mux2: 30 / 0.0062
nand4bb: 2 / 0.00042
or2: 33 / 0.0038
mux4: 472 / 0.20
conb: 1 / 0.000069
nand2b: 5 / 0.00058
clkbuf: 272 / 0.019
nand4b: 1 / 0.00016
or4b: 1 / 0.00018
## stage by stage
stage                     instance area, um2  std cells
after floorplan                        54300       3533
after global placement                 56800       4821
after detailed placement               56800       4821
after CTS                              60500       5019
after global routing                   60500       5019
final                                  60500       5020
## critical path, cell delays in order
cell	delay (ns)
buf_8	0.45
buf_4	0.64
buf_4	0.69
buf_4	0.61
mux4_2	0.59
a22o_1	0.25
a2111oi_1	0.72
nor3_1	0.17
clkdlybuf4s50_1	0.46
## metal layers
metal / track usage / vias up / part of all wire
met2: 0.517 / 2710 / 0.45
met3: 0.291 / 465 / 0.19
li1: - / 13600 / -
met5: 0.0252 / - / 0.0016
met1: 0.448 / 16000 / 0.31
met4: 0.135 / 16 / 0.050
## area by class of cell
type	instances	area [um2]
fill	7896	46800
sequential	1024	30700
multi-input combinational	2120	21900
clock buffer	133	2900
timing repair buffer	272	2360
tap	1403	1760
clock inverter	65	790
inverter	2	7.51
antenna	1	2.50
## cells by family (layout without fill, tap and decap cells)
kind of cell           Yosys count  count (layout)  synth area share
AND/OR/NAND/NOR               1177            1177             0.133
flip-flops                    1024            1024             0.567
multiplexers                   652             652             0.230
buffers and inverters          389             472            0.0331
AND-OR/OR-AND                  259             259            0.0365
other                            1              33         0.0000691
## power by group through the flow
stage | registers (mW) | logic [mW] | clock network [mW]
after global routing | 1.95 | 0.502 | 1.69
after CTS | 1.94 | 0.477 | 1.63
final | 1.94 | 0.480 | 1.61
## worst max path at each step
| stage | from | depth (start not counted) | slack [ns] | end |
|---|---|---|---|---|
| 6_report | rs2[0] | 9 | 10.93 | read_data2[26] |
| 5_1_grt | rs2[0] | 9 | 10.64 | read_data2[16] |
| 4_1_cts | rs2[0] | 9 | 10.88 | read_data2[26] |
Power and IR drop assume default switching activity.

**flow/config.mk**
```make
export PLATFORM = sky130hd
export DESIGN_NAME = data_memory
export DESIGN_NICKNAME = data_memory
export VERILOG_FILES = /design/flow/design.v
export SDC_FILE = /design/flow/constraint.sdc
export NUM_CORES = 4
export LEC_CHECK = 1
export CORE_UTILIZATION = 30
export SYNTH_MEMORY_MAX_BITS = 65536
```
**flow/constraint.sdc**
```tcl
current_design data_memory

set clk_period 42.1
set clk_io_pct 0.2

create_clock -name clk0 -period $clk_period [get_ports {clk}]

set non_clock_inputs [all_inputs -no_clocks]
set_input_delay [expr $clk_period * $clk_io_pct] -clock clk0 $non_clock_inputs
set_output_delay [expr $clk_period * $clk_io_pct] -clock clk0 [all_outputs]
```
**flow/design.v**
```verilog
`timescale 1ns / 1ps
module data_memory (
    input  wire        clk,          
    input  wire        MemWrite,     
    input  wire [31:0] address,      
    input  wire [31:0] write_data,   
    output wire [31:0] read_data     
);
    reg [31:0] memory [0:255];
    integer i;
    initial begin
        for (i = 0; i < 256; i = i + 1)
            memory[i] = 32'b0;
    end
    always @(posedge clk) begin
        if (MemWrite)
            memory[address[9:2]] <= write_data;
    end
    assign read_data = memory[address[9:2]];
endmodule
```
**flow/run.sh**
```bash
#!/bin/bash
# OpenROAD 26Q1-2900-gdf79404cd8, Yosys 0.63+post, stock flow scripts
make -C /OpenROAD-flow-scripts/flow DESIGN_CONFIG=/design/flow/config.mk WORK_HOME=/design/flow/orfs finish
```
==> impl_metrics.csv <==
group,metric,value,unit
die,initCoreUtil,30.1,%
yosys,syn_avg_cell_area,23.6,um^2
power_and_ir_drop,p_per_area,46.5,mW/mm^2
clock_tree,cts_made_buffers,811,
clock_tree,htree_levels,6,
clock_tree,hold_buffers,0,
die,dieHeight,1.02,mm
clock_tree,cts_resized,0,
die,core,1.03,mm^2
final_layout,drive_gt1_share,29.7,%
worst_setup_path,critPathMostFrequentCell,"buf_4",
die,die-width,1.02,mm
yosys,syn_inst,13100,
final_layout,syn_to_final_growth,16.0,%
detailed_routing,wl,823,mm
worst_setup_path,critPathLaunch,"address[2]",
worst_setup_path,criticalPathCategory,"in -> out",
detailed_routing,antenna_left,0,
hold_path,min_to,"memory[81][28]",
placement,place_area,0.332,mm^2
clock_tree,cts_num_sinks,8192,
global_routing,grt_pass1_wl,1170,mm
die,io_pins,98,
global_routing,gr-usage-all-layers,17.1,%
hold_path,hold_class,"in -> reg",
clock_tree,post_cts_buffers,0,
run,warnings,53,
worst_setup_path,path_max_fanout,60,
die,die_area,1.03,mm^2
power_and_ir_drop,finalPower,16600,uW
final_timing,setup_violations,0,
yosys,async_reset_ff_share,0,%
detailed_routing,vias_per_cell,5.07,
detailed_routing,wl_per_cell,29.0,um
worst_setup_path,cp.required,33680,ps
placement,dp_hpwl,468,mm
yosys,ff_type,"edfxtp_1",
placement,port_buffers,73,
die,rows,372,
final_timing,finalClockPeriodUsage,58.5,%
global_routing,antenna_found_initial,41,
worst_setup_path,start_kind,"input pin",
final_layout,lay_top_count,"edfxtp_1",
clock_tree,cts-root-buf,"clkbuf_16",
yosys,yosys.stat.seqShare,79.8,%
final_layout,largest_reg_flops,8192,
yosys,yosysWarningCount,1,
hold_path,worstHoldStart,"write_data[28]",
worst_setup_path,critPathSlowestCell,"o41ai_2",
yosys,edf_count,8192,
detailed_routing,vias,144000,
worst_setup_path,crit_family,"buffers and inverters",
power_and_ir_drop,seq_power_share,54.0,%
final_timing,tns,0,ps
clock_tree,clk_pin_slew,60,ps
final_timing,finalHoldViolCount,0,
worst_setup_path,crit_buf_inv,8,
yosys,top_area_cell,"edfxtp_1",
yosys,ys_ff,8192,
clock_tree,clockBufferDepth,4,
final_timing,fmax,0.0406,GHz
detailed_routing,drt_iter0_drc,9776,
hold_path,holdPathStages,1,
final_timing,slew_viol_final,0,
final_layout,postLayoutCoreUtil,34.9,%
final_layout,final_cell_mix,"8192 x edfxtp_1, 2048 x mux4_2, 1024 x a22oi_1",
final_timing,grt_setup_unrepaired,"no",
worst_setup_path,cpPeakStageDelay,1010,ps
detailed_routing,drc,0,
worst_setup_path,crit_chain,"buf_16, buf_4, buf_4, buf_4, buf_4, buf_4, buf_4, mux4_2, a22oi_1, a21oi_1, o41ai_2, nand4_1, clkdlybuf4s50_1",
worst_setup_path,cp.arrival,16190,ps
final_timing,worst_slew_pin_slew,1040,ps
detailed_routing,dr.pass1.iters,6,
power_and_ir_drop,vdd_drop_max,0.0000465,V
power_and_ir_drop,intPower,13100,uW
run,maxCapViolCount,0,
yosys,topCellsByArea,"edfxtp_1 80%, mux4_2 15%, a22oi_1 2.5%",
power_and_ir_drop,p_leak,0.107,uW
power_and_ir_drop,clock_power_share,41.2,%
worst_setup_path,endpoint_kind,"primary output",
final_layout,fin_area,0.358,mm^2
clock_tree,cts_tree,"yes",
final_timing,slew_headroom,30.1,%
global_routing,grt_max_degree,107,
placement,routabilityCongestion,0.894,
power_and_ir_drop,net-switching-power,3590,uW
power_and_ir_drop,pwr-share-comb,4.8,%
global_routing,gr-total-overflow,0,
final_timing,period_minus_slack,24610,ps
power_and_ir_drop,sw_frac_of_total,21.5,%
yosys,synth_chip_area,0.308,mm^2
global_routing,grt_pass1_vias,162000,
placement,dpl_worst_slack,17480,ps
yosys,syn_area,0.308,mm^2
run_status,status,"finished clean",
yosys,synth_cell_types,21,
final_timing,layout_setup_ws,17490,ps
yosys,yosys_cells,13100,
yosys,top_area_share,79.8,%
## power by group through the flow
stage | clock, uW | sequential [uW] | combinational [uW]
6_report | 6860 | 8990 | 793
5_1_grt | 7280 | 8990 | 847
4_1_cts | 6970 | 8990 | 803
## cell usage after synthesis (all sizes together) (6+ instances only)
master / instances
nor3: 30
clkbuf: 498
a21oi: 512
nor2b: 7
buf: 298
a22oi: 1024
mux4: 2048
nand4: 32
nand2b: 6
o41ai: 128
nor2: 232
nand3: 13
nand2: 28
edfxtp: 8192
## cells by family (layout without fill, tap and decap cells)
group | after synthesis | count (layout) | share of synthesized area, %
and+or+nand+nor | 354 | 354 | 0.490
muxes | 2048 | 2048 | 15.0
other | 0 | 60 | 0
buffers and inverters | 797 | 2405 | 1.09
DFF | 8192 | 8192 | 79.8
AOI/OAI and AO/OA | 1664 | 1664 | 3.69
## layout make-up
cell class | instances | area [um^2]
Clock buffer | 1049 | 21200
Antenna cell | 60 | 150
Inverter | 1 | 3.75
Sequential cell | 8192 | 246000
Multi-Input combinational cell | 4066 | 61800
Tap cell | 13700 | 17100
Timing Repair Buffer | 928 | 7460
Clock inverter | 427 | 3920
Fill cell | 92300 | 668000
## worst max-delay path by stage
stage                   end  slack (ps)  depth (start not counted)
CTS           read_data[11]       17460                         13
global route  read_data[11]       16940                         13
finish        read_data[11]       17490                         13
## routing by layer
metal,GRT usage [%],vias up,share of wire (%)
met5,1.21,-,0.19
met3,15.0,1320,19
met1,16.6,73500,29
met4,6.40,22,4.7
met2,25.5,10300,47
li1,-,58900,-
## per-stage QoR
stage / hold WS (ps) / instances
after CTS: 7510 / 28300
after floorplan: 8520 / 13100
after global routing: 7570 / 28400
final: 7570 / 28400
after detailed placement: 8770 / 26800
after global placement: 8760 / 26800
Power and IR drop assume default switching activity.
